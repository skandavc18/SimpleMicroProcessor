===== design/flow/config.mk =====
export PLATFORM = sky130hd
export DESIGN_NAME = ir
export DESIGN_NICKNAME = ir
export VERILOG_FILES = /design/flow/design.v
export SDC_FILE = /design/flow/constraint.sdc
export NUM_CORES = 4
export LEC_CHECK = 1
export CORE_AREA = 10 10 74 74
export DIE_AREA = 0 0 84 84

===== design/flow/constraint.sdc =====
current_design ir

set clk_period 1.1
set clk_io_pct 0.2

create_clock -name clk0 -period $clk_period [get_ports {clk}]

set non_clock_inputs [all_inputs -no_clocks]
set_input_delay [expr $clk_period * $clk_io_pct] -clock clk0 $non_clock_inputs
set_output_delay [expr $clk_period * $clk_io_pct] -clock clk0 [all_outputs]

===== design/flow/design.v =====
module invert (input wire i, output wire o);
   assign o = !i;
endmodule
module and2 (input wire i0, i1, output wire o);
  assign o = i0 & i1;
endmodule
module or2 (input wire i0, i1, output wire o);
  assign o = i0 | i1;
endmodule
module xor2 (input wire i0, i1, output wire o);
  assign o = i0 ^ i1;
endmodule
module nand2 (input wire i0, i1, output wire o);
   wire t;
   and2 and2_0 (i0, i1, t);
   invert invert_0 (t, o);
endmodule
module nor2 (input wire i0, i1, output wire o);
   wire t;
   or2 or2_0 (i0, i1, t);
   invert invert_0 (t, o);
endmodule
module xnor2 (input wire i0, i1, output wire o);
   wire t;
   xor2 xor2_0 (i0, i1, t);
   invert invert_0 (t, o);
endmodule
module and3 (input wire i0, i1, i2, output wire o);
   wire t;
   and2 and2_0 (i0, i1, t);
   and2 and2_1 (i2, t, o);
endmodule
module or3 (input wire i0, i1, i2, output wire o);
   wire t;
   or2 or2_0 (i0, i1, t);
   or2 or2_1 (i2, t, o);
endmodule
module nor3 (input wire i0, i1, i2, output wire o);
   wire t;
   or2 or2_0 (i0, i1, t);
   nor2 nor2_0 (i2, t, o);
endmodule
module nand3 (input wire i0, i1, i2, output wire o);
   wire t;
   and2 and2_0 (i0, i1, t);
   nand2 nand2_1 (i2, t, o);
endmodule
module xor3 (input wire i0, i1, i2, output wire o);
   wire t;
   xor2 xor2_0 (i0, i1, t);
   xor2 xor2_1 (i2, t, o);
endmodule
module xnor3 (input wire i0, i1, i2, output wire o);
   wire t;
   xor2 xor2_0 (i0, i1, t);
   xnor2 xnor2_0 (i2, t, o);
endmodule
module mux2 (input wire i0, i1, j, output wire o);
  assign o = (j==0)?i0:i1;
endmodule
module mux4 (input wire [0:3] i, input wire j1, j0, output wire o);
  wire  t0, t1;
  mux2 mux2_0 (i[0], i[1], j1, t0);
  mux2 mux2_1 (i[2], i[3], j1, t1);
  mux2 mux2_2 (t0, t1, j0, o);
endmodule
module mux8 (input wire [0:7] i, input wire j2, j1, j0, output wire o);
  wire  t0, t1;
  mux4 mux4_0 (i[0:3], j2, j1, t0);
  mux4 mux4_1 (i[4:7], j2, j1, t1);
  mux2 mux2_0 (t0, t1, j0, o);
endmodule
module demux2 (input wire i, j, output wire o0, o1);
  assign o0 = (j==0)?i:1'b0;
  assign o1 = (j==1)?i:1'b0;
endmodule
module demux4 (input wire i, j1, j0, output wire [0:3] o);
  wire  t0, t1;
  demux2 demux2_0 (i, j1, t0, t1);
  demux2 demux2_1 (t0, j0, o[0], o[1]);
  demux2 demux2_2 (t1, j0, o[2], o[3]);
endmodule
module demux8 (input wire i, j2, j1, j0, output wire [0:7] o);
  wire  t0, t1;
  demux2 demux2_0 (i, j2, t0, t1);
  demux4 demux4_0 (t0, j1, j0, o[0:3]);
  demux4 demux4_1 (t1, j1, j0, o[4:7]);
endmodule
module df (input wire clk, in, output wire out);
  reg df_out;
  always@(posedge clk) df_out <= in;
  assign out = df_out;
endmodule
module dfr (input wire clk, reset, in, output wire out);
  wire reset_, df_in;
  invert invert_0 (reset, reset_);
  and2 and2_0 (in, reset_, df_in);
  df df_0 (clk, df_in, out);
endmodule
module dfrl (input wire clk, reset, load, in, output wire out);
  wire _in;
  mux2 mux2_0(out, in, load, _in);
  dfr dfr_1(clk, reset, _in, out);
endmodule
module dfs (input wire clk, set, in, output wire out);
  wire dfr_in,dfr_out;
  invert invert_0(in, dfr_in);
  invert invert_1(dfr_out, out);
  dfr dfr_2(clk, set, dfr_in, dfr_out);
endmodule
module dfsl (input wire clk, set, load, in, output wire out);
  wire _in;
  mux2 mux2_0(out, in, load, _in);
  dfs dfs_1(clk, set, _in, out);
endmodule
module fa (input wire i0, i1, cin, output wire sum, cout);
   wire t0, t1, t2;
   xor3 _i0 (i0, i1, cin, sum);
   and2 _i1 (i0, i1, t0);
   and2 _i2 (i1, cin, t1);
   and2 _i3 (cin, i0, t2);
   or3 _i4 (t0, t1, t2, cout);
endmodule
module addsub (input wire addsub, i0, i1, cin, output wire sumdiff, cout);
  wire t;
  fa _i0 (i0, t, cin, sumdiff, cout);
  xor2 _i1 (i1, addsub, t);
endmodule
module nor4 (input wire [0:3] i, output wire o);
  wire t;
  or2 or2_0 (i[0], i[1],t);
  nor3 nor3_0 (t, i[2], i[3], o);
endmodule
module ir (input wire clk, reset, load, input wire [15:0] din, output wire [15:0] dout);
  dfrl dfrl_0 (clk, reset, load, din['h0], dout['h0]);
  dfrl dfrl_1 (clk, reset, load, din['h1], dout['h1]);
  dfrl dfrl_2 (clk, reset, load, din['h2], dout['h2]);
  dfrl dfrl_3 (clk, reset, load, din['h3], dout['h3]);
  dfrl dfrl_4 (clk, reset, load, din['h4], dout['h4]);
  dfrl dfrl_5 (clk, reset, load, din['h5], dout['h5]);
  dfrl dfrl_6 (clk, reset, load, din['h6], dout['h6]);
  dfrl dfrl_7 (clk, reset, load, din['h7], dout['h7]);
  dfrl dfrl_8 (clk, reset, load, din['h8], dout['h8]);
  dfrl dfrl_9 (clk, reset, load, din['h9], dout['h9]);
  dfrl dfrl_a (clk, reset, load, din['ha], dout['ha]);
  dfrl dfrl_b (clk, reset, load, din['hb], dout['hb]);
  dfrl dfrl_c (clk, reset, load, din['hc], dout['hc]);
  dfrl dfrl_d (clk, reset, load, din['hd], dout['hd]);
  dfrl dfrl_e (clk, reset, load, din['he], dout['he]);
  dfrl dfrl_f (clk, reset, load, din['hf], dout['hf]);
endmodule
module control_logic (input wire clk, reset, input wire [15:0] cur_ins, output wire [2:0] rd_addr_a, rd_addr_b, wr_addr,
  output wire [2:0] op, output wire sel, jump, pc_inc, load_ir, wr_reg);
  wire s, t, u, v, w, ld_ins_, ld_ins, pc_inc1, pc_inc2, wr_reg1, wr_reg2;
   wire alu_ins;
   dfsl fetch1(clk,reset, 1'b1,t,pc_inc2);
   dfrl fetch2(clk,reset,1'b1,pc_inc2,load_ir);
   dfrl decexec(clk,reset,1'b1,load_ir,t);
   and2 a(t,alu_ins,wr_reg1);
   and2 a1(t,cur_ins[15],wr_reg2);
   or2  b(wr_reg1,wr_reg2,wr_reg);
   assign sel=~cur_ins[15];
   nor4 c(cur_ins[15:12],alu_ins);
   and2 d(t,cur_ins[15],pc_inc1);
   or2 e(pc_inc1,pc_inc2,pc_inc);
   and2 f(t,cur_ins[14],jump);
   assign rd_addr_a=cur_ins[2:0];
   assign rd_addr_b=cur_ins[5:3];
   assign wr_addr=cur_ins[8:6];
   assign op= cur_ins[11:9];
endmodule
module mproc (input wire clk, reset, input wire [15:0] d_in, output wire [6:0] addr, output wire [15:0] d_out);
  wire pc_inc, cout, cout_, sub, sel, sel_addr; wire [2:0] rd_addr_a, rd_addr_b, wr_addr; wire [2:0] op; wire [8:0] _addr;
  wire [15:0] cur_ins, d_out_a, d_out_b;
  and2 and2_0 (jump, cout, sub);
  pc pc_0 (clk, reset, pc_inc, 1'b0, sub, {8'b0, cur_ins[7:0]}, {_addr, addr});
  ir ir_0 (clk, reset, load_ir, d_in, cur_ins);
  control_logic control_logic_0 (clk, reset, cur_ins, rd_addr_a, rd_addr_b, wr_addr, op, sel, jump, pc_inc, load_ir, wr_reg);
  reg_alu reg_alu_0 (clk, reset, sel, wr_reg, op, rd_addr_a, rd_addr_b, wr_addr, d_in, d_out_a, d_out_b, cout);
  assign d_out = d_out_a;
endmodule

===== design/flow/run.sh =====
#!/bin/bash
# OpenROAD 26Q1-2900-gdf79404cd8, Yosys 0.63+post, stock flow scripts
make -C /OpenROAD-flow-scripts/flow DESIGN_CONFIG=/design/flow/config.mk WORK_HOME=/design/flow/orfs finish

==> run summary <==
yosys + openroad results -> hold depth=2, VDD IR max=0.737 mV, RSZ-0062 raised after global routing=false, clock buffer depth=2, cell area after synthesis=701 um2, per-cell routed wire length=11.3 um, first-pass GRT wire length=2.68 mm, antenna violations before repair=0, Overflow after GRT=0, port buffer count=34, antenna-violating nets left=0, DR vias/cell=approximately 3.5, slowest CP cell=clkdlybuf4s50_1, CTS H-tree depth=1, final setup fails=0, final WL=1.58 mm, core region area=just under 0.004 mm2, Pre-antenna DRT Iters=3, cell area after layout=between 0.001 and 0.0015 mm2, synth unique cells=8, DRC Markers=0, critical path launch point type=input pin, post-DP HPWL=roughly 1.3 mm, Worst R2R End=dfrl_a.dfr_1.df_0.df_out$_DFF_P_, synthesized area per cell=approximately 10 um2, vias post-DR=493, critical-path cell list=clkdlybuf4s50_1 > buf_4 > mux2i_1 > nor2_1, skew final=0 ns, clock tree root driver cell=clkbuf_8, Hold/Removal Path Class=reg2reg, Power per Cell Area=roughly 1300 mW/mm2, Fmax achieved=around 0.94 GHz, switching share of power=0.200, fin crit share=0.968, ys cells=68, largest net degree at the start of global routing=11, Arr. time, crit path=1.20 ns, worst-skew pair later-pin latency=~0.24 ns, # IOs=35, Slew Viols, Final=0, DRT iter0 DRCs=8, Clock power frac=0.383, kind of critical path=in2reg, Synth Instances=between 60 and 70, Gate Area=~220 um2, chip width=around 84 um, endpoints failing hold=0, Die Y=between 80 and 90 um, clock tree from TritonCTS=yes, leakage=around 0.50 nW, flip-flop and latch area=~340 um2, Max Cap Viol=0, Final Critical Period=roughly 1.1 ns, Fill cells=between 400 and 500, Final Core Density=0.262, gpl congestion=a little over 0.7, worst stage delay on the critical path=roughly 0.52 ns, Cell Rows=23, dpl cell area=986 um2, vias in the first global route=approximately 530, total CTS buffers=3, hold wc startpoint=dfrl_2.dfr_1.df_0.df_out$_DFF_P_, Reg power frac=0.474, die area=a little over 0.007 mm2, status=completed, ys flops=16, CP Max Fanout=6, FF-to-FF setup slack=0.48 ns, synth warn=1, FP Util=0.176, Internal=around 1.1 mW, critical path endpoint category=flop, sequential share of the synthesized area=0.457, Total GRT Usage=0.0458, layout cells sized above 1=0.267, Clock Pin Slew Worst Setup and Hold Paths=0.06 ns, RR Startpoint=dfrl_a.dfr_1.df_0.df_out$_DFF_P_, TritonCTS Sinks=16, yosys stat area=701 um2, # diodes=0, Worst Hold Endpoint=dfrl_2.dfr_1.df_0.df_out$_DFF_P_, slew margin rel.=0.902, Layout area overhead=48.6%, tool warnings=25, power share of the combinational group=0.143, Critical Path RT=around 1.2 ns, Sw Pwr=approximately 0.27 mW, post-CTS setup buffers=0, R2R cell count=2, actual slew at the worst max-slew pin=approximately 0.14 ns
-- critical path: cells and delay by family --
kind	cells	cell delay [ns]
muxes	1	0.21
buffers and inverters	2	0.71
and+or+nand+nor	1	0.06
-- flip-flops by register name, summed over array words and instances (netlist names) --
signal and flops:
dfrl_0.dfr_1.df_0.df_out 1, dfrl_1.dfr_1.df_0.df_out 1, dfrl_2.dfr_1.df_0.df_out 1, dfrl_3.dfr_1.df_0.df_out 1, dfrl_4.dfr_1.df_0.df_out 1, dfrl_5.dfr_1.df_0.df_out 1, dfrl_6.dfr_1.df_0.df_out 1, dfrl_7.dfr_1.df_0.df_out 1
dfrl_8.dfr_1.df_0.df_out 1, dfrl_9.dfr_1.df_0.df_out 1, dfrl_a.dfr_1.df_0.df_out 1, dfrl_b.dfr_1.df_0.df_out 1, dfrl_c.dfr_1.df_0.df_out 1, dfrl_d.dfr_1.df_0.df_out 1, dfrl_e.dfr_1.df_0.df_out 1, dfrl_f.dfr_1.df_0.df_out 1
-- final cells by class --
| cell class | instances | share of cell area |
|---|---|---|
| Multi-Input combinational cell | 32 | 0.212 |
| Timing Repair Buffer | 38 | 0.349 |
| Sequential cell | 16 | 0.327 |
| Tap cell | 50 | 0.0601 |
| Clock buffer | 4 | 0.0529 |
-- synth_stat cells (all sizes together) --
cell	number	area, um2
buf	20	160
nor2	16	60.1
dfxtp	16	320
mux2i	16	160
-- power by group through the flow --
| stage | clock network, mW | logic, mW | registers, mW |
|---|---|---|---|
| CTS | 0.553 | 0.197 | 0.636 |
| global route | 0.585 | 0.212 | 0.640 |
| finish | 0.513 | 0.191 | 0.636 |
-- logic make-up (layout without fill, tap and decap cells) --
group                  after synthesis  count (layout)  share of synthesized area
AND/OR/NAND/NOR                     16              16                     0.0857
flip-flops                          16              16                      0.457
buffers and inverters               20              42                      0.229
multiplexers                        16              16                      0.229
-- how the worst max path moves through the flow --
stage | end | slack, ns | cells past startpoint | startpoint
CTS | dfrl_a.dfr_1.df_0.df_out$_DFF_P_ | 0.05 | 4 | load
global route | dfrl_9.dfr_1.df_0.df_out$_DFF_P_ | 0.0008 | 4 | load
finish | dfrl_a.dfr_1.df_0.df_out$_DFF_P_ | 0.03 | 4 | load
-- cells in the final DEF (no fill, tap or decap) --
master,synthesis,layout
clkdlybuf4s50_1,0,18
mux2i_1,16,16
nor2_1,16,16
dfxtp_2,0,16
dlygate4sd2_1,0,16
clkbuf_8,0,4
buf_4,16,3
buf_12,1,1
-- layer usage --
layer / GRT usage / up-vias / routed length (um)
met5: 0 / - / 0
met4: 0.00152 / 0 / 0
met3: 0.0295 / 0 / 171
met2: 0.0718 / 25 / 714
met1: 0.0542 / 223 / 695
li1: - / 245 / -
-- through the flow --
stage               hold slack, ns  setup WS [ns]  power (mW)  setup TNS [ns]  std cells
finish                       0.479         0.0347        1.34               0        140
global route                 0.501       0.000820        1.44               0        140
CTS                          0.487         0.0477        1.39               0        140
detailed placement           0.484         -0.212       0.862           -2.88        136
global placement             0.471         -0.190       0.858           -2.71        136
floorplan                    0.367          0.298       0.756               0         68
-- timing repair --
item	CTS	global route
endpoints found under the setup margin	16	0
hold buffers	0	0
gates resized	32	0
No activity file was given, so power comes from the tool's default toggle rates.

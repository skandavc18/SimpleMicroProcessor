==> design.v <==
module ram_128_16 (input wire clk, reset, wr, input wire [6:0] addr, input wire [15:0] din, output reg [15:0] dout);
  reg [0:127] ram [15:0];
  initial begin
    ram[0]=16'b10xxxxx001xxxxxx;  
    ram[1]=16'd25;
    ram[2]=16'b10xxxxx010xxxxxx;  
    ram[3]=16'd16;
    ram[4]=16'b10xxxxx011xxxxxx;  
    ram[5]=16'd3;
    ram[6]=16'b10xxxxx100xxxxxx;  
    ram[7]=16'd01;
    ram[8]=16'b0000100100010011;  
    ram[9]=16'b0000000000000100;  
    ram[10]=16'b0000101101010011;  
    ram[11]=16'b0000000000000101;  
    ram[12]=16'b0000110110011010;  
    ram[13]=16'b0000000000000110;  
    ram[14]=16'b0000111111011010;  
    ram[15]=16'b0000000000000111;  
  end 
  always @(posedge clk) begin if (wr) ram[addr]=din; dout=ram[addr]; end
endmodule
module mproc_mem (input wire clk, reset);
  wire wr; wire [6:0] addr; wire [15:0] d_in, d_out;
  ram_128_16 ram_128_16_0 (clk, reset, 1'b0, addr, d_out, d_in);
  mproc mproc_0 (clk, reset, d_in, addr, d_out);
endmodule
==> run.sh <==
#!/bin/bash
# OpenROAD 26Q1-2900-gdf79404cd8, Yosys 0.63+post, stock flow scripts
make -C /OpenROAD-flow-scripts/flow DESIGN_CONFIG=/design/flow/config.mk WORK_HOME=/design/flow/orfs finish
==> config.mk <==
export PLATFORM = sky130hd
export DESIGN_NAME = ram_128_16
export DESIGN_NICKNAME = ram_128_16
export VERILOG_FILES = /design/flow/design.v
export SDC_FILE = /design/flow/constraint.sdc
export NUM_CORES = 4
export LEC_CHECK = 1
export CORE_UTILIZATION = 30
==> constraint.sdc <==
current_design ram_128_16

set clk_period 9.6
set clk_io_pct 0.2

create_clock -name clk0 -period $clk_period [get_ports {clk}]

set non_clock_inputs [all_inputs -no_clocks]
set_input_delay [expr $clk_period * $clk_io_pct] -clock clk0 $non_clock_inputs
set_output_delay [expr $clk_period * $clk_io_pct] -clock clk0 [all_outputs]
==> reports/results.ini <==
[clocking]
clk_latency_ps=550
cts_tree=built
cts-buffers-inserted=29
ctsResizeCount=0
ctsRootBufferMaster=clkbuf_16
post_cts_buffers=0
hold_buffers=0
cts_max_level=1
cts_buffer_depth=3
cts.sinks=272
clkTransAtPathRegs_ps=60

[synth]
avgSynthCellArea_um2=10.9
syn_area_um2=11900
ys_warn_count=2
top_logic_kind=multiplexers
synthMuxAreaShare_pct=27.3
synth-seq-cells=272
ys_seq_share_pct=45.6
netlist_top_cells_area=dfxtp_1 46%, mux2_2 25%, a22oi_1 2.6%
synth_stat.cells=1094
aoi_share_pct=13.6
top_cells_by_count=272 x dfxtp_1, 261 x mux2_2, 59 x nand2_1, 43 x buf_2, 41 x a22oi_1
synth.cellmix.simpleShare_pct=8.55
synth_cells=1094
edf_count=0
yosysTopAreaCellShare_pct=45.6
synthArstFlopShare_pct=0
netlist.top_cell.by_area=dfxtp_1
synthXorXnorAreaFrac_pct=0.147
yosys-stat-area_um2=11900
synthAdderAreaFrac_pct=0
synthDistinctLibCells=75
ys.flop_type=dfxtp_1
yosysMostFrequentCell=dfxtp_1

[drt]
wl_per_cell_um=22.9
diodes=0
vias=8981
drc=0
drt_iter0_markers=610
first_pass_iters=7
routed_wirelength_um=37300
viasPerCell=5.50
detail-route-antenna-nets=0

[power]
combPwrFrac_pct=16.0
power_density_nw_per_um2=232
p_int_mw=2.37
p_leak_nw=5.19
power_switching_mw=0.779
share_clk_of_total_power_pct=35.7
swShare_pct=24.7
peakVddDrop_mv=0.141
power_frac_seq_pct=48.3

[final_timing]
finalCritPeriodShare_pct=48.5
finClkSkew_ps=17.6
slew_headroom_pct=44.1
min_period_ps=4650
final-setup-viol-count=0
drv_slew=0
worstMarginPinSlew_ps=838
finalWorstSetupSlack_ps=4950
hold_viol=0
rsz0062_at_grt=no
max_freq_ghz=0.215
whs_ps=456
setup_tns_ps=0

[die]
row_count=72
die_y_um=201
die_area_um2=40600
core_area_um2=38900
fp_util_pct=30.7
num_io_pins=42
fp.dieW_um=201

[outcome]
status=finished clean

[critical_path]
slowest_delay_ps=590
worstPathArrival_ps=5090
required_ps=10040
endpoint_kind=flip-flop
path_cells=buf_2 -> buf_4 -> nand2b_1 -> nor2_2 -> buf_4 -> a2111o_1 -> a2111oi_2 -> o21ai_1 -> o311a_1
start_kind=input port
crit_fanout=43
crit_type=in2reg
path_buffers=3
cp_slowest_cell=buf_4
critical_path.most_common_cell=buf_4
crit_family=buffers and inverters

[finish]
nFillCells=3844
syn2layout_area_growth_pct=14.1
drive_gt1_share_pct=32.9

[placed_design]
routabilityCongestion=0.896
portBuffers=37
dpl.hpwl_um=23000
place_ws_ps=4430

[global_route]
antenna_found_initial=0
grt-ovfl-total=0
grt_max_degree=56
grt_usage_pct=18.7
grt_pass1_vias=8608
grt_pass1_wl_um=55900

[flow_run]
maxCapViolCount=0
warning_count=29

[worst_hold_path]
hold_class=reg2reg

-- layer usage --
layer	global-route usage [%]	share of wire [%]
met2	28.7	45
met1	26.6	43
met5	0	0
met3	4.65	8.4
met4	5.52	3.4
-- worst paths after layout --
| check | cells past startpoint | start | slack (ps) | to |
|---|---|---|---|---|
| worst max-delay path | 9 | addr[2] | 4950 | dout[13] |
| worst max register to register | 6 | ram[11][114] | 7790 | dout[13] |
| worst min register to register | 2 | ram[8][120] | 460 | ram[8][120] |
| worst min-delay path | 2 | ram[8][120] | 460 | ram[8][120] |
-- logic make-up after synthesis --
| group | Yosys count |
|---|---|
| DFF | 272 |
| buffers and inverters | 109 |
| muxes | 292 |
| and+or+nand+nor | 194 |
| AOI/OAI and AO/OA | 225 |
| xor gates and xnor gates | 2 |
-- power by group through the flow --
stage | clock, mW | combinational (mW) | sequential, mW
after CTS | 1.14 | 0.501 | 1.52
after global routing | 1.19 | 0.545 | 1.56
final | 1.13 | 0.503 | 1.52
-- worst min-delay path, cell delays in order (launching register included) --
cell and delay (ps):
dfxtp_1 320, nand2_1 40, o21ai_0 50
-- stage by stage --
| step | instance area (µm²) | cells | util (%) | power [mW] |
|---|---|---|---|---|
| 2_1_floorplan | 11900 | 1094 | - | 1.90 |
| 3_3_place_gp | 12600 | 1579 | 32.5 | 2.02 |
| 3_5_place_dp | 12600 | 1579 | 32.5 | 2.04 |
| 4_1_cts | 13600 | 1632 | 35.0 | 3.17 |
| 5_1_grt | 13600 | 1632 | 35.0 | 3.29 |
| 6_report | 13600 | 1632 | 35.0 | 3.15 |
-- area by class of cell --
cell class / instances / area (µm²) / share of cell area, %
inverters: 6 / 22.5 / 0.165
well taps: 518 / 648 / 4.76
multi-input cells: 713 / 5940 / 43.6
clock inverters: 4 / 73.8 / 0.542
clock buffers: 49 / 891 / 6.54
repair buffers: 70 / 596 / 4.37
flip-flops and latches: 272 / 5450 / 40.0
-- flip-flops by register name, indices dropped and copies added, names as in the netlist --
signal	flops
ram	256
dout	16
-- layout by cell type (no fill, tap or decap), types with 6 or more instances in the layout --
cell type	synthesis	layout
mux2_2	261	261
clkbuf_8	0	9
nand3_1	18	18
dfxtp_1	272	272
nor3_1	15	15
a31oi_1	10	10
nor2b_1	12	12
a22oi_1	41	41
mux2i_1	30	30
o211ai_1	7	7
o22ai_1	7	7
nor2_1	36	33
buf_4	15	34
nor2_2	4	7
clkdlybuf4s50_1	0	32
a211oi_1	7	7
clkbuf_16	0	29
a32oi_1	15	15
o21ai_0	38	38
nand2b_1	8	8
and3_1	7	7
nand2_1	59	59
inv_1	6	6
a22o_1	13	13
a21oi_1	27	27
clkbuf_1	38	11
No activity file was given, so power comes from the tool's default toggle rates.
